### /design/flow/design.v
`timescale 1ns/1ps
`timescale 1ns/1ps
 module spi_slave #(
  parameter WIDTH = 8
)(
    input  wire                 sclk,     
    input  wire                 cs_n,     
    input  wire                 mosi,     
    output reg                  miso,     
    input  wire [WIDTH-1:0]     tx_data,  
    output reg [WIDTH-1:0]     rx_data,  
    output reg                  rx_ready  
);
    reg [WIDTH-1:0] shift_rx;
    reg [WIDTH-1:0] send_data;
    integer bit_cnt;
    reg active;
    always @(negedge cs_n or posedge cs_n) begin
        if (cs_n == 1'b0) begin
            send_data <= tx_data;
            miso <= tx_data[WIDTH-1];
            bit_cnt <= 0;
            shift_rx <= {WIDTH{1'b0}};
            active <= 1'b1;
            rx_ready <= 1'b0;
        end else begin
            active <= 1'b0;
            rx_data <= shift_rx;
            rx_ready <= 1'b1;  
            miso <= 1'b0;
        end
    end
    always @(posedge sclk) begin
        if (!cs_n) begin
            shift_rx[WIDTH-1 - bit_cnt] <= mosi;
        end
    end
    always @(negedge sclk) begin
        if (!cs_n) begin
            if (bit_cnt < WIDTH-1) begin
                bit_cnt <= bit_cnt + 1;
                miso <= send_data[WIDTH-1 - (bit_cnt + 1)];
            end else begin
                miso <= 1'b0;
            end
        end
    end
endmodule
module spi_master #(
    parameter WIDTH = 8,
    parameter CLK_DIV = 4
)(
    input  wire                 clk,        
    input  wire                 rst_n,      
    input  wire                 start,      
    input  wire [WIDTH-1:0]     data_in,    
    output reg  [WIDTH-1:0]     data_out,   
    output reg                  busy,
    output reg                  done,       
    output reg                  sclk,       
    output reg                  mosi,       
    output reg                  cs_n,       
    input  wire                 miso        
);
    localparam IDLE = 2'b00, TRANSFER = 2'b01, DONE = 2'b10;
    reg [1:0] state, next_state;
    reg [WIDTH-1:0] data_reg;        
    reg [WIDTH-1:0] shift_rx;        
    reg [$clog2(WIDTH):0] bit_cnt;   
    integer clk_cnt;
    reg done_flag;
    always @(posedge clk or negedge rst_n) begin
        if (!rst_n) state <= IDLE;
        else state <= next_state;
    end
    always @(*) begin
        next_state = state;
        case (state)
            IDLE: if (start) next_state = TRANSFER;
            TRANSFER: if (done_flag) next_state = DONE;
            DONE: next_state = IDLE;
        endcase
    end
    always @(posedge clk or negedge rst_n) begin
        if (!rst_n) begin
            sclk <= 1'b0;
            mosi <= 1'b0;
            cs_n <= 1'b1;
            busy <= 1'b0;
            done <= 1'b0;
            data_out <= {WIDTH{1'b0}};
            data_reg <= {WIDTH{1'b0}};
            shift_rx <= {WIDTH{1'b0}};
            bit_cnt <= 0;
            clk_cnt <= 0;
            done_flag <= 1'b0;
        end else begin
            done <= 1'b0;  
            case (state)
                IDLE: begin
                    sclk <= 1'b0;  
                    clk_cnt <= 0;
                    bit_cnt <= 0;
                    busy <= 1'b0;
                    cs_n <= 1'b1;
                    done_flag <= 1'b0;
                    shift_rx <= {WIDTH{1'b0}};
                    if (start) begin
                        data_reg <= data_in;
                        cs_n <= 1'b0;              
                        busy <= 1'b1;
                        mosi <= data_in[WIDTH-1];
                        bit_cnt <= 0;
                        clk_cnt <= 0;
                    end
                end
                TRANSFER: begin
                    if (clk_cnt >= (CLK_DIV - 1)) begin
                        clk_cnt <= 0;
                        sclk <= ~sclk;
                        if (sclk == 1'b0) begin
                            shift_rx[WIDTH-1 - bit_cnt] <= miso;
                            if (bit_cnt == (WIDTH - 1)) begin
                                done_flag <= 1'b1;
                            end
                        end else begin
                            if (bit_cnt < (WIDTH - 1)) begin
                                bit_cnt <= bit_cnt + 1;
                                mosi <= data_reg[WIDTH-1 - (bit_cnt + 1)];
                            end
                        end
                    end else begin
                        clk_cnt <= clk_cnt + 1;
                    end
                end
                DONE: begin
                    cs_n <= 1'b1;         
                    busy <= 1'b0;
                    done <= 1'b1;         
                    data_out <= shift_rx;  
                    sclk <= 1'b0;
                    done_flag <= 1'b0;
                    mosi <= 1'b0;
                end
                default: begin end
            endcase
        end
    end
endmodule
### /design/flow/run.sh
#!/bin/bash
# OpenROAD 26Q1-2900-gdf79404cd8, Yosys 0.63+post, stock flow scripts
make -C /OpenROAD-flow-scripts/flow DESIGN_CONFIG=/design/flow/config.mk WORK_HOME=/design/flow/orfs finish
### /design/flow/constraint.sdc
current_design spi_master

set clk_period 4.7
set clk_io_pct 0.2

create_clock -name clk0 -period $clk_period [get_ports {clk}]

set non_clock_inputs [all_inputs -no_clocks]
set_input_delay [expr $clk_period * $clk_io_pct] -clock clk0 $non_clock_inputs
set_output_delay [expr $clk_period * $clk_io_pct] -clock clk0 [all_outputs]
### /design/flow/config.mk
export PLATFORM = sky130hd
export DESIGN_NAME = spi_master
export DESIGN_NICKNAME = spi_master
export VERILOG_FILES = /design/flow/design.v
export SDC_FILE = /design/flow/constraint.sdc
export NUM_CORES = 4
export LEC_CHECK = 1
export CORE_UTILIZATION = 30
==> flow_summary_export.csv <==
group,metric,value,unit
global_route,grt_overflow,0,
clock_network,numCtsBuffers,9,
critical_path,ff2ff_setup_slack,1450,ps
min_path,worstHoldStart,"done_flag",
route,wl,8.073,mm
final_timing,hold_viol,0,
yosys,yosys-stat-area,3725,µm²
job,warnings,28,
yosys,yosys_cells,379,
final_timing,worstMarginPinSlew,805.9,ps
critical_path,end_kind,"flip-flop",
yosys,top_area_cell,"dfrtp_1",
placement,io_buffers,24,
yosys,yosysTopAreaCellShare,0.4501,
min_path,worstHoldPathType,"flip-flop to flip-flop",
critical_path,cp.arrival,3480,ps
layout,areaGrowthSynthToFinish,18.84,%
clock_network,clock_latency,330,ps
critical_path,reg2regPathDepth,8,
final_timing,skew,4.224,ps
yosys,yosysMostFrequentCell,"dfrtp_1",
critical_path,critPathRequiredTime,4930,ps
final_timing,period_used_share,0.6913,
status,status,"finished clean",
yosys,edf_count,0,
critical_path,criticalPathCategory,"flip-flop to flip-flop",
global_route,grt_pass1_wl,13.90,mm
route,drcViolationCount,0,
critical_path,regToRegEndpoint,"shift_rx[3]",
clock_network,cts_sinks,69,
min_path,holdPathStages,2,
die,io_pins,25,
yosys,postSynthSeqShare,0.4642,
die,num_rows,40,
final_timing,final.setup.tns,0,ps
clock_network,htreeDepth,3,
clock_network,clockBufferDepth,2,
die,core,12060,µm²
route,vias,2998,
global_route,antenna_found_initial,0,
clock_network,post_cts_resized,0,
power_and_ir_drop,finalPower,2206,µW
yosys,ys_warn_count,1,
final_timing,slew_viol_final,0,
yosys,netlist_area,3725,µm²
yosys,synth_cell_types,50,
clock_network,cts_root_buffer,"clkbuf_16",
global_route,gr-usage-all-layers,0.1344,
global_route,grt_max_degree,36,
placement,place_hpwl,5.276,mm
route,antenna_cells,0,
layout,largest_register_ffs,32,
clock_network,tritoncts,"done",
global_route,grt_pass1_vias,2758,
route,drt_iter0_drc,197,
critical_path,startpoint_type,"flip-flop",
yosys,flop_cell,"dfrtp_1",
yosys,synth_area_per_cell,9.828,µm²
route,firstDrtPassIters,4,
die,fp.dieW,113.4,µm
route,vias_per_cell,5.260,
placement,gp_congestion,0.8488,
critical_path,rr_startpoint,"bit_cnt[0]",
power_and_ir_drop,ir_worst_vdd,0.2226,mV
power_and_ir_drop,p_per_area,498.4,nW/µm²
clock_network,clk_pin_slew,50,ps
yosys,common_cells,"dfrtp_1, nand2_1, a31oi_1",
clock_network,hold_buffers,0,
die,fp_util,0.3088,
job,drv_cap,0,
die,die_y,113.4,µm
layout,max_flop_register,"clk_cnt",
yosys,area_leaders,"dfrtp_1, mux2_2, nand2_1",
yosys,ys_ff,69,
route,antenna_left,0,
critical_path,worstPathMaxFanout,14,
yosys,synthArstFlopShare,1.000,
clock_network,cts_setup_buffers,0,
layout,drive_above_1_share,0.1219,
final_timing,relSlewSlack,0.4614,
final_timing,setup_viol,0,
route,detail_route.wl_per_cell,14.16,µm
power_and_ir_drop,leakage,0.001860,µW
die,die_area,12870,µm²
final_timing,period_needed,3249,ps
min_path,holdPathEnd,"done_flag",
final_timing,clock.fmax,307.8,MHz
final_timing,rsz0062_at_grt,"false",
yosys,synthCells,379,
==> through the flow <==
| stage | hold WS [ps] | cells | utilization | cell area [µm²] | worst slack [ps] |
|---|---|---|---|---|---|
| 3_3_place_gp | 484.1 | 554 | 0.3399 | 4100 | 1693 |
| 3_5_place_dp | 492.1 | 554 | 0.3399 | 4100 | 1544 |
| 5_1_grt | 523.6 | 570 | 0.3670 | 4427 | 1212 |
| 4_1_cts | 502.5 | 570 | 0.3670 | 4427 | 1517 |
| 2_1_floorplan | 413.5 | 379 | - | 3725 | 2141 |
| 6_report | 503.9 | 570 | 0.3670 | 4427 | 1451 |
==> cell usage in the layout (no fill, tap or decap), types with 3 or more instances in the layout <==
cell type / count
buf_4: 5
mux2i_1: 9
ha_1: 7
nor4_1: 10
dfrtp_1: 67
inv_1: 9
clkbuf_16: 9
and2_1: 4
o311ai_0: 3
clkdlybuf4s50_1: 23
nor3_1: 5
a21o_1: 8
o41ai_1: 3
nand2_1: 44
nand3_1: 23
o211ai_1: 6
and3_1: 5
a31oi_1: 24
a21oi_1: 17
nor2_1: 20
nand2b_1: 6
o21ai_0: 17
nand4_1: 10
mux2_2: 18
o31ai_1: 7
a41oi_1: 7
==> routing by layer <==
metal / vias to the layer above / global-route usage / wire length (µm)
met3: 6 / 0.01462 / 348
met2: 60 / 0.1992 / 3603
met1: 1463 / 0.2192 / 4012
li1: 1469 / - / -
met5: - / 0 / 0
met4: 0 / 0.02895 / 108
==> final cells by class <==
| class | count | area, µm² |
|---|---|---|
| Inverter | 9 | 33.78 |
| Clock buffer | 12 | 256.5 |
| Tap cell | 168 | 210.2 |
| Fill cell | 1149 | 7635 |
| Multi-Input combinational cell | 279 | 1854 |
| Sequential cell | 69 | 1729 |
| Clock inverter | 4 | 70.07 |
| Timing Repair Buffer | 29 | 272.8 |
==> kinds of logic (layout without fill, tap and decap cells) <==
group                    Yosys count  after routing  share of synthesized area
AND/OR/NAND/NOR                  138            138                     0.1931
buffers and inverters             31             54                    0.03997
adder cells (fa/ha/maj)            7              7                    0.02351
AND-OR/OR-AND                    103            103                     0.1837
XOR/XNOR                           2              2                   0.004704
multiplexers                      29             29                    0.09069
flip-flops                        69             69                     0.4642
==> critical path, stage by stage, from the launching register on <==
cell and delay (ps):
dfrtp_1 640, ha_1 350, nand3_1 220, ha_1 370, nor4bb_1 480, nand3_1 360
o311ai_0 400, o41ai_1 140, a21o_1 170
==> how the worst max path moves through the flow <==
stage	from	endpoint	slack, ps
4_1_cts	bit_cnt[0]	shift_rx[3]	1520
5_1_grt	bit_cnt[0]	shift_rx[3]	1210
6_report	bit_cnt[0]	shift_rx[3]	1450
==> power by group <==
part	leakage [µW]	switching [µW]	internal (µW)
Clock	0.000163	243	491
Combinational	0.000786	309	306
Sequential	0.000912	121	736
Total	0.00186	673	1530
Power is estimated from default activity; no workload was simulated.
